<file path="./constraint.sdc">
current_design immgen

set clk_period 2.9
set clk_io_pct 0.2

create_clock -name clk0 -period $clk_period

set non_clock_inputs [all_inputs -no_clocks]
set_input_delay [expr $clk_period * $clk_io_pct] -clock clk0 $non_clock_inputs
set_output_delay [expr $clk_period * $clk_io_pct] -clock clk0 [all_outputs]
</file>
<file path="./run.sh">
#!/bin/bash
# OpenROAD 26Q1-2900-gdf79404cd8, Yosys 0.63+post, stock flow scripts
make -C /OpenROAD-flow-scripts/flow DESIGN_CONFIG=/design/flow/config.mk WORK_HOME=/design/flow/orfs finish
</file>
<file path="./design.v">
`timescale 1ns / 1ps
module immgen(
        input [31:0] instruction,
        output reg signed [31:0] imm
    );
    always @* begin
        case(instruction[6:0])
            7'b0110011: begin  
                imm = 32'b0;
            end
            7'b0000011: begin  
                imm = (instruction[31] == 0) ? {20'b0, instruction[31:20]} : {20'hFFFFF, instruction[31:20]};
            end
            7'b0010011: begin  
                if (instruction[14:12] == 3'b001 || instruction[14:12] == 3'b101) imm = {25'b0, instruction[26:20]};
                else imm = (instruction[31] == 0) ? {20'b0, instruction[31:20]} : {20'hFFFFF, instruction[31:20]};
            end
            7'b1100111: begin  
                imm = (instruction[31] == 0) ? {20'b0, instruction[31:20]} : {20'hFFFFF, instruction[31:20]};
            end
            7'b0100011: begin  
                imm = (instruction[31] == 0) ? {20'b0, instruction[31:25], instruction[11:7]} : {20'hFFFFF, instruction[31:25], instruction[11:7]};
            end
            7'b1100011: begin  
                imm = (instruction[31] == 0) ? {19'b0, instruction[31], instruction[7], instruction[30:25], instruction[11:8], 1'b0} : {19'h7FFFF, instruction[31], instruction[7], instruction[30:25], instruction[11:8], 1'b0};
            end
            7'b1101111: begin  
                imm = (instruction[31] == 0) ? {11'b0, instruction[31], instruction[19:12], instruction[20], instruction[30:21], 1'b0} : {11'h7FF, instruction[31], instruction[19:12], instruction[20], instruction[30:21], 1'b0};
            end
            7'b0110111: begin  
                imm = {instruction[31:12], 12'b0};
            end
            7'b0010111: begin  
                imm = (instruction[31] == 0) ? {instruction[31:12], 12'b0} : {instruction[31:12], 12'hFFF};
            end
            default: begin
                imm = 32'b0;
            end
        endcase
    end
endmodule
</file>
<file path="./config.mk">
export PLATFORM = sky130hd
export DESIGN_NAME = immgen
export DESIGN_NICKNAME = immgen
export VERILOG_FILES = /design/flow/design.v
export SDC_FILE = /design/flow/constraint.sdc
export NUM_CORES = 4
export LEC_CHECK = 1
export CORE_AREA = 10 10 77 77
export DIE_AREA = 0 0 87 87
</file>
==> results.tsv <==
stage	metric	value	unit
final_timing	fmax	357	MHz
pwr	Leakage Power	0.901	nW
routing	Inserted Diodes	0	
place	Setup WS pre-CTS	-0.271	ns
synth	Dominant cell area share	34.4	%
routing	DRT iter0 DRCs	34	
routing	DR vias	968	
run	max-cap viol count	0	
routing	Final ANT Viol Nets	0	
place	DP Wirelength	2.56	mm
final_timing	final setup fails	0	
pwr	Reg power frac	0	%
pwr	NetSw	0.0000458	W
synth	yosys xor share	0	%
floorplan	height of the die	87	um
finish	Synth-to-Final Area Change	165	%
pwr	Combinational Power Share	100.0	%
pwr	Power per Cell Area	85.2	mW/mm2
worst_setup_path	CP endpoint kind	output pin	
routing	1st-pass router iterations	4	
synth	Simple-Gate Fraction of Synth Area	31.1	%
pwr	P_int	0.0000822	W
worst_setup_path	Worst Path Required	2.32	ns
floorplan	die width	87	um
worst_setup_path	WS Path Type	primary input to output pin	
run	tool warnings	32	
finish	most numerous logic cells after layout	43 x clkdlybuf4s50_1, 30 x buf_4, 26 x a21o_1	
synth	Synth Instances	75	
pwr	Net Sw Frac	35.8	%
final_timing	Final min period	2.80	ns
worst_setup_path	Setup crit start kind	primary input	
synth	ys cells	75	
finish	FF/Latch Area	0	um2
worst_setup_path	Worst Path Max Fanout	6	
final_timing	Slew Viols, Final	0	
synth	fa+ha+maj area frac	0	%
synth	mux frac, synth	1.76	%
final_timing	Fin. Hold Viols	0	
outcome	status	finished, final reports clean	
finish	Top cell excl fill/tap	clkdlybuf4s50_1	
global_routing	wire length of the first global-routing pass	5.13	mm
min_path	Hold Path Origin	instruction[31]	
global_routing	GR Overflow Total	0	
place	gpl congestion	0.773	
min_path	Endpoint, Worst Hold	imm[31]	
synth	Unique cell types	32	
finish	Util after Layout	34.5	%
routing	routed length per placed instance	15.8	um
floorplan	core area	0.00435	mm2
floorplan	I/O pins	64	
min_path	HP Class	primary input to output pin	
routing	final WL	3.41	mm
routing	# DRC	0	
global_routing	initial antenna violation count	0	
global_routing	All-Layer GR Usage	8.10	%
synth	synthesis area per yosys	568	um2
min_path	hold path cells	3	
place	Cell Area, Placed	0.00138	mm2
final_timing	fin worst setup slack	0.0995	ns
synth	top cells by area, synth	a21o_1 34%, a221o_1 7.0%, buf_6 4.0%, or4_4 4.0%, a31oi_4 3.7%	
synth	AO/OA Area Share	57.0	%
synth	Top logic family	AND-OR/OR-AND gates	
worst_setup_path	Worst EP arrival	2.22	ns
final_timing	post-route clock period utilization	96.6	%
final_timing	actual slew at the worst max-slew pin	0.367	ns
floorplan	row cnt	24	
finish	share of layout cells above drive strength 1	31.7	%
routing	vias per inst	4.48	
synth	Syn Area/Cell	7.57	um2
place	I/O Buffers	64	
clocking	Post-CTS Hold Buffers	0	
synth	Post-Syn Area	568	um2
global_routing	number of global-route vias before repair	1021	
synth	Yosys warnings	1	
final_timing	max_slew headroom	74.9	%
floorplan	FP Util	13.0	%
finish	number of clock buffers in the layout	0	
finish	registers	0	
global_routing	largest net degree at the start of global routing	13	
floorplan	chip area	0.00757	mm2
finish	Final Instance Area	0.00150	mm2
synth	Synth area leader	a21o_1	
pwr	clock group share of total power	0	%
finish	Fillers	421	
synth	Seq share, synth	0	%
pwr	Peak VDD IR	0.0298	mV
-- area by class of cell --
| type | count | area, um2 | share of cell area, % |
|---|---|---|---|
| inverter | 3 | 11.3 | 0.749 |
| tap | 52 | 65.1 | 4.33 |
| timing repair buffer | 95 | 852 | 56.7 |
| multi-input combinational | 66 | 574 | 38.2 |
-- synth_stat cells --
| library cell | number |
|---|---|
| o21ai_0 | 1 |
| o21a_1 | 1 |
| o21ai_1 | 1 |
| nand3b_1 | 2 |
| nor2_1 | 2 |
| nor4_2 | 1 |
| nor3_1 | 2 |
| or3_1 | 2 |
| a31oi_4 | 1 |
| a221o_1 | 4 |
| or2_1 | 1 |
| a21o_1 | 26 |
| nand3_1 | 1 |
| a21oi_1 | 3 |
| buf_6 | 2 |
| nand2_2 | 1 |
| nor4bb_1 | 1 |
| a311o_1 | 1 |
| buf_2 | 4 |
| nor2b_1 | 1 |
| inv_1 | 2 |
| clkbuf_1 | 1 |
| or4_4 | 2 |
| inv_2 | 1 |
| mux2i_1 | 1 |
| a2111oi_0 | 1 |
| nand4b_1 | 2 |
| nor3b_1 | 1 |
| nor3b_2 | 1 |
| and3_1 | 1 |
| nand2b_1 | 3 |
| a21oi_4 | 1 |
-- per-layer routing --
| layer | up-vias | wire length, um | track usage (%) |
|---|---|---|---|
| li1 | 478 | - | - |
| met1 | 456 | 1440 | 9.60 |
| met2 | 32 | 1680 | 14.6 |
| met3 | 2 | 273 | 2.64 |
| met4 | 0 | 18 | 0 |
| met5 | - | 0 | 0 |
-- critical path, cell delays in order --
cell and delay (ns):
clkdlybuf4s15_1 0.19, nor2b_4 0.14, o21a_1 0.22, nor4bb_4 0.32, buf_4 0.21, a21o_1 0.10
clkdlybuf4s50_1 0.46
-- kinds of logic after synthesis --
group / after synthesis
muxes: 1
buffers and inverters: 10
AOI/OAI and AO/OA: 40
and+or+nand+nor: 24
-- power by group through the flow --
stage     sequential [W]  combinational [W]  clock [W]
6_report               0           0.000128          0
4_1_cts                0           0.000124          0
5_1_grt                0           0.000138          0
-- how the worst max path moves through the flow --
stage / startpoint / to / slack, ns / cells past startpoint
final: instruction[12] / imm[26] / 0.1 / 7
after global routing: instruction[12] / imm[27] / -0.008 / 7
after CTS: instruction[5] / imm[26] / 0.002 / 7
-- per-stage QoR --
step           power [W]  hold slack [ns]  cells  setup TNS [ns]
2_1_floorplan  0.0000353             1.22     75               0
3_3_place_gp    0.000120             2.12    204           -6.70
3_5_place_dp    0.000121             2.11    204           -6.75
4_1_cts         0.000124             1.67    208               0
5_1_grt         0.000138             1.66    216         -0.0193
6_report        0.000128             1.61    216               0
-- what timing repair did --
action                     in CTS  in global routing
resized                        31                 18
setup endpoints to repair      32                 24
pin swaps                       8                  8
gates cloned                    2                  1
setup buffers                   2                  7
No activity file was given, so power comes from the tool's default toggle rates.
