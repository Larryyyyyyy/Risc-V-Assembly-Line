<file path="flow/run.sh">
#!/bin/bash
# OpenROAD 26Q1-2900-gdf79404cd8, Yosys 0.63+post, stock flow scripts
make -C /OpenROAD-flow-scripts/flow DESIGN_CONFIG=/design/flow/config.mk WORK_HOME=/design/flow/orfs finish
</file>
<file path="flow/config.mk">
export PLATFORM = sky130hd
export DESIGN_NAME = alu
export DESIGN_NICKNAME = alu
export VERILOG_FILES = /design/flow/design.v
export SDC_FILE = /design/flow/constraint.sdc
export NUM_CORES = 4
export LEC_CHECK = 1
export CORE_UTILIZATION = 50
</file>
<file path="flow/constraint.sdc">
current_design alu

set clk_period 458.0
set clk_io_pct 0.2

create_clock -name clk0 -period $clk_period

set non_clock_inputs [all_inputs -no_clocks]
set_input_delay [expr $clk_period * $clk_io_pct] -clock clk0 $non_clock_inputs
set_output_delay [expr $clk_period * $clk_io_pct] -clock clk0 [all_outputs]
</file>
<file path="flow/design.v">
`timescale 1ns / 1ps
module alu(
        input [4:0] ALUoperation,
        input signed [31:0] A, B,
        output signed [31:0] ALUresult,
        output Zero, Negative, Overflow, Carry
    );
    wire [32:0] op1_ext;
    wire [32:0] op2_ext;
    assign op1_ext = (ALUoperation == 5'b01000 || ALUoperation == 5'b01001 || ALUoperation == 5'b01011) ? {A[31], A} : {1'b0, A};
    assign op2_ext = (ALUoperation == 5'b01000 || ALUoperation == 5'b01001) ? {B[31], B} : {1'b0, B};
    wire [65:0] full_result = $signed(op1_ext) * $signed(op2_ext);
    reg signed [31:0] res;
    always @* begin
        res = 32'b0;
        case(ALUoperation)
            5'b00000: res = A + B;
            5'b00001: res = A - B;
            5'b00010: res = A & B;
            5'b00011: res = A | B;
            5'b00100: res = A ^ B;
            5'b00101: res = A << B;
            5'b00110: res = A >> B;
            5'b00111: res = A >>> B;
            5'b01000: res = full_result[31:0];
            5'b01001: res = full_result[63:32];
            5'b01010: res = full_result[63:32];
            5'b01011: res = full_result[63:32];
            5'b01100: res = A / B;
            5'b01101: res = {1'b0, A} / {1'b0, B};
            5'b01110: res = A % B;
            5'b01111: res = {1'b0, A} % {1'b0, B};
            5'b10000: res = A - B;
            5'b10001: res = A - B;
            default: res = 0;
        endcase
    end
    assign Zero = (res == 32'b0) ? 1'b1 : 1'b0;
    assign Negative = res[31];
    assign Overflow = ((ALUoperation == 5'b00000) && (A[31] == B[31]) && (res[31] != A[31])) ? 1'b1 :
                      ((ALUoperation == 5'b00001) && (A[31] != B[31]) && (res[31] != A[31])) ? 1'b1 : 1'b0;
    assign Carry = ((ALUoperation == 5'b00000) && (res < A)) ? 1'b1 :
                   ((ALUoperation == 5'b00001) && {1'b0, A} < {1'b0, B}) ? 1'b1 : 1'b0;
    assign ALUresult = (ALUoperation == 5'b10000) ? (Negative ^ Overflow) :
                       (ALUoperation == 5'b10001) ? Carry : res;
endmodule
</file>
==> flow_summary.ini <==
; flow metrics
[cells_and_area]
drive_above_1_share_pct = 6.88
ff_count = 0
fin_cells = 18800
regArea_um2 = 0
clock_buffers = 0
lay_top_count = nand2_1
num-fill-cells = 22500
syn2layout_area_growth_pct = 5.76
mostFrequentLayoutCells = 1,977 x nand2_1, 1,609 x nor2_1, 1,548 x inv_1, 1,466 x ha_1, 1,128 x fa_1
logic_area_mm2 = 0.106

[power_and_ir_drop]
power_uw = 1340
power_report.internal_total_uw = 443
powerDensity_mw_per_mm2 = 11.1
p_leak_uw = 0.0571
power.share.switching_pct = 66.8
p_sw_uw = 893
ir_drop_uv = 61.4

[synth]
yosysSeqAreaShare_pct = 0
yosys_warnings = 1
syn_area_mm2 = 0.114
synthCells = 15800
synth_area_per_cell_um2 = 7.20
synthDistinctLibCells = 100
ys_area_mm2 = 0.114
ys_cells = 15800

[grt]
use_met3_pct = 19.8
grt_pass1_vias = 117000
grtUsageTotal_pct = 49.4
gr-total-overflow = 0
grt_pass1_wl_um = 802000
grt.busiest_layer = met2
grt_max_degree = 56
grtUsageMet1_pct = 63.7
use_met2_pct = 69.3
antenna_found_initial = 77

[final_timing]
finalCriticalPeriod_ps = 283420
setup_tns_ps = 0
finalCritPeriodShare_pct = 61.9
relSlewSlack_pct = 0.346
clock.fmax_ghz = 0.00353
layout_setup_ws_ps = 174580
finalMaxSlewViolations = 0
rsz0062_at_grt = no
tightest_slew_ps = 1460
setup_viol = 0
hold_viol_final = 0

[outcome]
status = finished, final reports clean

[floorplanning]
core_area_mm2 = 0.226
rows = 174
die_height_um = 479
dieWidth_um = 479
dieArea_mm2 = 0.229
floorplan.core_util_pct = 50.4
ioPinCount = 105

[cts]
cts_resized = 0
hold_buffers = 0
cts_setup_buffers = 0

[flow_run]
max-cap-violations = 0
openroad.warnings = 99

[setup_path]
crit_path_start = ALUoperation[2]
arrival_ps = 191820
crit_fanout = 36
path_common_cell = ha_1
critPathLaunchType = input port
worstPathRequired_ps = 366400
endpoint_kind = output pin
crit_type = input port to output pin
cp_slowest_cell = nor4_1
critPathCapture = Carry
slowest_delay_ps = 860

[placement]
portBuffers = 105
dp.cells = 18700
preCtsSetupSlack_ps = 177620
gp_congestion = 1.20
hpwl_um = 451000

[routing]
viasPerCell = 6.52
post_drt_wl_per_cell_um = 29.4
drt_iter0_drc = 12100
wirelength_um = 553000
vias = 122000
ant_nets = 0
remaining_drc_errors = 0
drt_pass1_iterations = 9

[worst_hold_path]
worstHoldPathType = input port to output pin
## Yosys cell counts, drive strengths merged (212+ instances only)
| library cell | n | area share, % |
|---|---|---|
| a21o | 360 | 2.4 |
| a21oi | 1104 | 4.9 |
| a31oi | 212 | 1.2 |
| clkbuf | 492 | 1.6 |
| fa | 1128 | 20 |
| ha | 1466 | 16 |
| inv | 1554 | 5.1 |
| nand2 | 1977 | 6.5 |
| nand3 | 317 | 1.4 |
| nor2 | 1619 | 5.3 |
| nor3 | 410 | 1.8 |
| o21a | 287 | 1.9 |
| o21ai | 765 | 3.4 |
| xnor2 | 666 | 5.1 |
| xor2 | 313 | 2.4 |
## power groups by stage
stage / registers [µW] / clock network [µW] / logic, µW
CTS: 0 / 0 / 1270
global route: 0 / 0.00000423 / 1420
## cell families (layout without fill, tap and decap cells)
family / Yosys count / after routing / share of synthesized area [%]
buffers and inverters: 2273 / 2212 / 7.56
other: 2 / 50 / 0.00660
adders and majority gates: 2594 / 2594 / 36.0
xor gates and xnor gates: 979 / 979 / 7.54
and+or+nand+nor: 5533 / 5533 / 22.1
AOI/OAI and AO/OA: 4137 / 4137 / 23.9
muxes: 281 / 281 / 2.89
## critical path, delay by kind of cell
family | cells | cell delay (ps)
xor gates and xnor gates | 3 | 590
adders and majority gates | 32 | 9780
muxes | 10 | 3590
AOI/OAI and AO/OA | 174 | 51410
and+or+nand+nor | 100 | 27170
buffers and inverters | 30 | 7360
## cell type report
type	count	area share, %
Antenna cell	46	0.0957
Multi-Input combinational cell	13500	87.9
Inverter	1571	4.90
Timing Repair Buffer	641	3.98
Tap cell	2992	3.11
## per-stage QoR
step,instance area (µm²),util (%),hold WS [ps]
2_1_floorplan,114000,-,183440
3_3_place_gp,120000,53.3,184670
3_5_place_dp,120000,53.3,184670
4_1_cts,120000,53.3,184660
5_1_grt,120000,53.3,184670
6_report,120000,53.4,184680
## routing by layer
metal,routed length (µm),vias to the layer above
met5,657,-
met4,45200,69
met3,72900,1791
met2,226000,7161
met1,209000,58200
li1,-,55300
## worst min path at each step
stage	end	depth (start not counted)	startpoint	slack, ps
after CTS	Overflow	5	ALUoperation[0]	184660
after global routing	Overflow	5	ALUoperation[0]	184670
final	Overflow	5	ALUoperation[0]	184680
Power is estimated from default activity; no workload was simulated.
