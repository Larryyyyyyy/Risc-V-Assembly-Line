[design/flow/run.sh]
#!/bin/bash
# OpenROAD 26Q1-2900-gdf79404cd8, Yosys 0.63+post, stock flow scripts
make -C /OpenROAD-flow-scripts/flow DESIGN_CONFIG=/design/flow/config.mk WORK_HOME=/design/flow/orfs finish
[design/flow/config.mk]
export PLATFORM = sky130hd
export DESIGN_NAME = rf
export DESIGN_NICKNAME = rf
export VERILOG_FILES = /design/flow/design.v
export SDC_FILE = /design/flow/constraint.sdc
export NUM_CORES = 4
export LEC_CHECK = 1
export CORE_UTILIZATION = 30
[design/flow/constraint.sdc]
current_design rf

set clk_period 11.6
set clk_io_pct 0.2

create_clock -name clk0 -period $clk_period [get_ports {clk}]

set non_clock_inputs [all_inputs -no_clocks]
set_input_delay [expr $clk_period * $clk_io_pct] -clock clk0 $non_clock_inputs
set_output_delay [expr $clk_period * $clk_io_pct] -clock clk0 [all_outputs]
[design/flow/design.v]
`timescale 1ns / 1ps
module rf(
        input clk, rstn,
        input RegWrite,
        input [4:0] Read_register1, Read_register2, Write_register,
        input [31:0] Write_data,
        output [31:0] Read_data1, Read_data2 
    );
    reg [31:0]Registers[31:0];
    integer i;
    always @(negedge clk or negedge rstn) begin
        if (!rstn) for (i = 0; i < 32; i = i + 1) Registers[i] <= 32'b0;
        else if (RegWrite && Write_register != 5'b0) Registers[Write_register] <= Write_data;
    end
    assign Read_data1 = Registers[Read_register1];
    assign Read_data2 = Registers[Read_register2];
endmodule
==> run_results.csv <==
group,metric,value,unit
yosys,edf_count,0,
critical_path,critPathRequiredTime,9.28,ns
global_routing,first_global_vias,45619,
clocking,cts_tree,"yes",
critical_path,r2r_slack,10.70,ns
finish,area_delta_synth_final,17.75,%
floorplanning,die_x,417.0,um
placement,place_inst,6612,
floorplanning,rows,151,
final_timing,hold_violations,0,
pwr,powerDensity,173.7,nW/um^2
detailed_routing,wl_per_cell,42.58,um
yosys,synth-async-reset-ratio,1.000,
floorplanning,initCoreUtil,0.3036,
yosys,syn_area_per_cell,11.77,um^2
detailed_routing,drtIter0Drc,5952,
final_timing,slew_viol_final,0,
placement,dp_hpwl,175600,um
global_routing,grt_pass1_wl,393500,um
clocking,cts.htree.levels,3,
critical_path,path_buffers,1,
critical_path,rr_worst_depth,1,
yosys,synthFlopType,"dfrtn_1",
final_timing,relSlewSlack,0.04316,
final_timing,worst_pin_slew,1.424,ns
yosys,ys_warn_count,2,
final_timing,rsz0062_at_grt,"no",
critical_path,cp-end-kind,"primary output",
global_routing,gr-total-overflow,0,
critical_path,crit_cells,6,
finish,top_register,"Registers",
clocking,cts_root_buf,"clkbuf_16",
yosys,synth_area,51670,um^2
pwr,power,10.57,mW
job,maxCapViolCount,0,
placement,gp_congestion,1.062,
clocking,clock_sinks,1024,
final_timing,skew,0,ns
floorplanning,die_h,417.0,um
yosys,ys_area,51670,um^2
critical_path,path_delay_family,"simple AND/OR/NAND/NOR gates",
final_timing,setup_viol,0,
floorplanning,core,170200,um^2
pwr,p_leak,25.88,nW
finish,reg_top3,"Registers: 1024 flops",
finish,fill_cells,16380,
clocking,postCtsSetupRepairBufs,0,
global_routing,track_usage,0.3425,
global_routing,antenna_found_initial,29,
final_timing,tns,0,ns
clocking,clock_latency,0.67,ns
critical_path,slowest_delay,0.70,ns
placement,io_buffers,113,
yosys,ys_types,70,
critical_path,crit_chain,"and3_1 > o21ai_0 > nand4_1 > nor4_1 > nor2_1 > clkdlybuf4s50_1",
detailed_routing,first_pass_iters,9,
critical_path,cp_max_fo,3,
critical_path,cp.arrival,8.95,ns
job,warning_count,42,
worst_hold_path,hold_class,"flop to flop",
finish,drive_gt1_frac,0.3517,
outcome,status,"finished, final reports clean",
detailed_routing,vias,46115,
clocking,clk_path_buf_depth,3,
yosys,largest_area_cell,"dfrtn_1",
critical_path,worstSetupStartpointType,"flop",
clocking,numCtsBuffers,113,
finish,stdcell_count,6844,
pwr,ir_worst_vdd,0.1322,mV
clocking,holdBufCountCts,0,
floorplanning,chip_area,173900,um^2
worst_hold_path,holdPathStages,0,
yosys,top_cell_area_share,0.4959,
yosys,ys_ff,1024,
yosys,seq_area_frac_synth,0.4959,
global_routing,grt_max_degree,122,
detailed_routing,drt_wl_total,291400,um
detailed_routing,via_per_inst,6.738,
detailed_routing,ant_nets,0,
clocking,cts.clk_slew.worst_paths,0.05,ns
finish,largest_reg_flops,1024,
yosys,synthCells,4389,
floorplanning,io_pins,114,
yosys,netlist_top_cells_area,"dfrtn_1 (50%), mux2_2 (22%), a22oi_1 (10%), buf_2 (1.8%), clkbuf_1 (1.5%)",
yosys,ys_cells,4389,
critical_path,crit_type,"flop to primary output",
detailed_routing,detail_route.drc_violations,0,
clocking,cts_resized,0,
critical_path,crit_slowest_cell,"o21ai_0",
## cell usage in the layout, fill, tap and decap left out, types with 34 or more instances in the layout
cell type        instances
nor2_1                 126
a22oi_1                700
nand3_1                 44
buf_12                  44
clkdlybuf4s50_1        102
dfrtn_1               1024
a22o_1                  55
o21ai_0                 34
mux2i_1                 61
nand4_1                 92
nor2_4                  62
clkbuf_16              117
nor3_1                  70
nand2_1                185
buf_4                  223
a21oi_1                 75
mux2_2                1009
## synthesized netlist by cell type (7+ instances only)
library cell / number
a211oi_1: 7
mux2_2: 1009
a32oi_1: 27
nand4_1: 92
o21ai_0: 34
mux2_1: 8
buf_2: 184
a21oi_1: 75
a31oi_1: 29
nand2b_1: 17
nand2_1: 195
buf_1: 45
nor2_1: 165
mux2i_1: 61
clkbuf_1: 202
buf_4: 17
o22ai_1: 20
nor2_2: 25
nor3_1: 75
and3_1: 11
a2111oi_0: 9
nor2b_1: 17
nand3b_1: 9
o211ai_1: 10
a22o_1: 55
or3_1: 9
a22oi_1: 700
nand3_1: 45
and2_1: 9
o22a_1: 9
and4_1: 11
a221oi_1: 28
a222oi_1: 26
o2111ai_1: 7
dfrtn_1: 1024
nor4_1: 21
o32a_1: 10
## cell families (layout without fill, tap and decap cells)
family          after synthesis  count (layout)  share of synthesized area
simple gates                736             736                    0.07116
mux                        1083            1083                     0.2356
flops                      1024            1024                     0.4959
other cells                   0              19                          0
compound gates             1090            1090                     0.1581
buf+inv                     456             597                    0.03925
## area by class of cell
type	count	area [um^2]	share of cell area
timing repair buffer	379	3636	0.05976
clock inverter	50	708.2	0.01164
sequential	1024	25620	0.4211
multi-input combinational	2909	24550	0.4034
antenna	19	47.55	0.0007814
inverter	5	18.77	0.0003085
tap	2295	2872	0.04719
clock buffer	163	3391	0.05573
## through the flow
step / hold WS, ns / util / area [um^2] / setup WS [ns]
finish: 0.3491 / 0.3574 / 60840 / 0.3288
global route: 0.3595 / 0.3572 / 60800 / 0.3602
CTS: 0.3501 / 0.3572 / 60800 / 0.4786
detailed placement: 0.3490 / 0.3331 / 56700 / 0.6630
global placement: 0.3469 / 0.3331 / 56700 / 0.6682
floorplan: 0.4120 / - / 51670 / 1.855
## path summary, 6_finish.rpt
path,end,startpoint
worst max-delay path,Read_data1[14],Registers[19][14]
worst min-delay path,Registers[0][8],Registers[0][8]
max in group asynchronous,Registers[18][14],rstn
worst max register to register,Registers[1][17],Registers[1][17]
worst min register to register,Registers[0][8],Registers[0][8]
min in group asynchronous,Registers[18][26],rstn
## power breakdown
| group | total [mW] | switching [mW] | internal [mW] |
|---|---|---|---|
| sequential | 4.97 | 0.662 | 4.31 |
| combinational | 1.60 | 0.801 | 0.800 |
| clock | 3.99 | 1.61 | 2.38 |
## layer usage
metal	vias to the layer above	wire [um]	track usage
met4	53	30350	0.2649
met2	4320	114400	0.4476
met5	-	967	0.03251
li1	16981	-	-
met1	23046	96360	0.3899
met3	1715	49380	0.2252
No activity file was given, so power comes from the tool's default toggle rates.
